===== /design/flow/run.sh =====
#!/bin/bash
# OpenROAD 26Q1-2900-gdf79404cd8, Yosys 0.63+post, stock flow scripts
make -C /OpenROAD-flow-scripts/flow DESIGN_CONFIG=/design/flow/config.mk WORK_HOME=/design/flow/orfs finish

===== /design/flow/config.mk =====
export PLATFORM = sky130hd
export DESIGN_NAME = sync_vg
export DESIGN_NICKNAME = sync_vg
export VERILOG_FILES = /design/flow/design.v
export SDC_FILE = /design/flow/constraint.sdc
export NUM_CORES = 4
export LEC_CHECK = 1
export CORE_UTILIZATION = 50

===== /design/flow/constraint.sdc =====
current_design sync_vg

set clk_period 9.6
set clk_io_pct 0.2

create_clock -name clk0 -period $clk_period [get_ports {clk}]

set non_clock_inputs [all_inputs -no_clocks]
set_input_delay [expr $clk_period * $clk_io_pct] -clock clk0 $non_clock_inputs
set_output_delay [expr $clk_period * $clk_io_pct] -clock clk0 [all_outputs]

===== /design/flow/design.v =====
module sync_vg
#(
	parameter X_BITS=12, Y_BITS=12
)
(
	input wire clk,
	input wire reset,
	input wire [Y_BITS-1:0] v_total,
	input wire [Y_BITS-1:0] v_fp,
	input wire [Y_BITS-1:0] v_bp,
	input wire [Y_BITS-1:0] v_sync,
	input wire [X_BITS-1:0] h_total,
	input wire [X_BITS-1:0] h_fp,
	input wire [X_BITS-1:0] h_bp,
	input wire [X_BITS-1:0] h_sync,
	input wire [X_BITS-1:0] hv_offset,
	output reg vs_out,
	output reg hs_out,
	output reg hde_out,
	output reg vde_out,
	output reg [Y_BITS-1:0] v_count_out,
	output reg [X_BITS-1:0] h_count_out,
	output reg [X_BITS-1:0] x_out,
	output reg [Y_BITS-1:0] y_out
);
reg [X_BITS-1:0] h_count;
reg [Y_BITS-1:0] v_count;
always @(posedge clk)
	if (reset)
		h_count <= 0;
	else
	if (h_count < h_total - 1)
		h_count <= h_count + 1'd1;
	else
		h_count <= 0;
always @(posedge clk)
	if (reset)
		v_count <= 0;
	else
	if (h_count == h_total - 1)
	begin
		if (v_count == v_total - 1)
			v_count <= 0;
		else
			v_count <= v_count + 1'd1;
	end
always @(posedge clk)
	if (reset)
		{ vs_out, hs_out, hde_out, vde_out } <= 0;
	else begin
		hs_out <= ((h_count < h_sync));
		hde_out <= (h_count >= h_sync + h_bp) && (h_count <= h_total - h_fp - 1);
		vde_out <= (v_count >= v_sync + v_bp) && (v_count <= v_total - v_fp - 1);
		if ((v_count == 0) && (h_count == hv_offset))
			vs_out <= 1'b1;
		else if ((v_count == v_sync) && (h_count == hv_offset))
			vs_out <= 1'b0;
		h_count_out <= h_count;
		v_count_out <= v_count;
		x_out <= h_count - (h_sync + h_bp);
		y_out <= v_count - (v_sync + v_bp);
	end
endmodule

==> results_slide.txt <==
Key Metrics from the Run

STA
  • Worst Tran Pin Value: ~0.75 ns
  • Final Max Slew Viols: 0
  • Clock skew: 0.005929 ns
  • RSZ-0062 raised after global routing: false
  • Setup tns final: 0 ns
  • Tmin final: 5.608 ns
  • Setup violators final: 0
  • Final hold violation count: 0
  • Slew HR: 0.4926
  • Final worst slack: 3.992 ns
  • Fmax: 178.3 MHz
  • Final period util: 0.5841

Yosys
  • Flops out of synthesis: around 76
  • Dominant cells by area after synthesis: ha_1 19%, edfxtp_1 18%, xnor2_1 8.8%, dfxtp_1 6.9%, xor2_1 5.8%
  • Post-synthesis cell type count: 65
  • Post-synthesis sequential area ratio: 0.2454
  • Post-synth EDFFs: between 40 and 50
  • Ys async rst share: 0
  • Synth top area share: 0.1902
  • Area reported by Yosys stat: 8159 um2
  • Largest area contributor in the netlist: ha_1
  • Synth logic family: adder cells
  • Compound-gate portion of the synthesized area: 0.1728
  • Ys Warns: 1
  • Top_reg_cell synth: edfxtp_1
  • # Cells Yosys: about 940
  • Yosys xor share: 0.1460
  • Synth Area per Inst: 8.671 um2
  • Post-Syn Area: just over 8000 um2
  • Synth mux share: 0.005061
  • Mapped Cells: ~940
  • Simple-gate area share of the yosys netlist: 0.1833
  • Adder-cell area share of the yosys netlist: 0.2049

GRT
  • Global router's overall resource usage: 0.2479
  • First-pass GRT wire length: 31790 um
  • Pin count of the biggest net entering global routing: 33
  • Vias in the first global route: 6578
  • Antenna violations before repair: 0
  • Grt total ovfl: 0

Power
  • VDD IR max: 0.1294 mV
  • Pwr Density: around 130 nW/um2
  • Overall power: 1.325 mW
  • Pleak: 4.339 nW

Critical path
  • Worst Path Arrival: 5.81 ns
  • Startpoint types: input port
  • Critical-path maximum fanout: 3
  • Critical path class: input port to flop
  • CP Data Required Time: 9.80 ns
  • Crit path capture type: flop

Routing
  • Post-route ant nets: 0
  • TritonRoute pass-1 iters: 4
  • Drt initial violations: roughly 340
  • Top Metal Used: met4
  • Routed via count: a little over 7000
  • M1 wire length: just over 9000 um
  • ANT cells: 0
  • Met2 wire length: roughly 9200 um
  • DRC viols: 0
  • Vias/cell: around 5.4
  • WL final: 19640 um
  • Met3 Wirelength: around 1100 um
  • Avg WL per Cell: 14.87 um

Clocking
  • Clk ins delay skew pair: approximately 0.34 ns
  • Clk slew on worst S/H paths: 0.06 ns
  • Max clock buf depth: 2
  • CTS Buf Count: 9
  • Cts hold-fix bufs: 0
  • # resized after CTS: 0
  • Clock Tree Root: clkbuf_16
  • CTS tree: yes
  • Htree depth: 3
  • Clock sinks: 76
  • Setup Fix Bufs, Post-CTS: 0

Floorplanning
  • Die Area: 16830 um2
  • Pre-Place Util: 0.5136
  • Die W: 129.7 um
  • IO Count: 162
  • Die height: 129.7 um
  • Core Area: approximately 16000 um2
  • Row cnt: about 46

Place
  • HPWL Detailed: 15900 um
  • DP Worst Slack: 3.714 ns
  • Final GP Congestion: 0.8916
  • I/O Buffers: between 150 and 200

Run
  • Log Warnings: 27
  • Max Cap Viol: 0

Status
  • Status: complete, no violations

Cells and area
  • Area Overhead vs Synth: 26.33%
  • Ratio of cells with drive above 1 in the final layout: 0.02262

Hold path
  • Hold Crit Class: flop to flop
[flip-flops by register name, indices dropped and copies added (netlist names)]
| register | flops |
|---|---|
| vs_out | 1 |
| x_out | 12 |
| hs_out | 1 |
| h_count | 12 |
| y_out | 12 |
| v_count | 12 |
| vde_out | 1 |
| hde_out | 1 |
| v_count_out | 12 |
| h_count_out | 12 |
[path summary, 6_finish.rpt]
| check | start | endpoint | slack [ns] | depth (start not counted) |
|---|---|---|---|---|
| hold reg to reg | vs_out | vs_out | 0.54 | 3 |
| setup reg to reg | v_count[0] | vde_out | 6.79 | 11 |
| setup / recovery | v_sync[0] | y_out[11] | 3.99 | 15 |
| hold / removal | vs_out | vs_out | 0.54 | 3 |
[layer usage]
metal,up-vias,track usage
li1,3749,-
met1,3184,0.3539
met2,181,0.4155
met3,17,0.04802
met4,0,0.02326
met5,-,0
[power by group]
group,internal [mW],leakage [nW],switching [mW]
registers,0.399,0.710,0.0313
logic,0.281,3.48,0.256
clock network,0.228,0.151,0.130
[cell families after synthesis]
logic type	count (synthesis)
adders and majority gates	130
AOI/OAI and AO/OA	214
DFF	76
muxes	4
xor gates and xnor gates	136
and+or+nand+nor	289
buffers and inverters	92
[cell type report]
type,instances,area (um2)
timing repair buffer,163,1627
tap,216,270.3
inverter,77,289.0
sequential,76,2002
clock inverter,4,73.82
multi-input combinational,773,5809
clock buffer,12,236.5
fill,1354,5578
[synth_stat cells, types with 7 or more instances]
cell type  number
edfxtp_1       48
a211oi_1        7
clkbuf_1       13
nor4_1         18
nand4_1        20
o21a_1         16
ha_1          124
inv_1          77
nor2b_1        15
nand3_1        27
dfxtp_1        28
nor3_1         22
o21ai_0        39
a21o_1         20
and3_1         10
a21oi_1        62
nand2b_1       14
xnor2_1        82
nor2_1         98
nand2_1        35
xor2_1         54
o21bai_1       11
[layout by cell type (no fill, tap or decap), drive strengths merged, types with 14 or more instances in the layout]
cell / n
a21o: 20
a21oi: 62
clkdlybuf4s50: 161
dfxtp: 28
edfxtp: 48
ha: 124
inv: 77
nand2: 35
nand2b: 14
nand3: 27
nand4: 20
nor2: 98
nor2b: 15
nor3: 22
nor4: 19
o21a: 16
o21ai: 42
xnor2: 82
xor2: 54
[worst max-delay path, stage by stage]
cell	delay, ns
clkdlybuf4s50_1	0.46
ha_1	0.23
fa_1	0.40
a21o_1	0.21
a21oi_1	0.21
o21bai_1	0.10
a2111oi_0	0.56
nor2_1	0.13
xnor2_1	0.15
ha_1	0.32
a21oi_1	0.22
nor3b_1	0.23
a21oi_1	0.15
or4_1	0.43
nand3_1	0.10
[metrics by stage]
step	cells	util	cell area [um2]	hold WS (ns)
4_1_cts	1321	0.6489	10310	0.5411
5_1_grt	1321	0.6489	10310	0.6073
6_report	1321	0.6489	10310	0.5417
2_1_floorplan	941	-	8159	0.4632
3_3_place_gp	1305	0.6293	9997	0.5217
3_5_place_dp	1305	0.6293	9997	0.5138
No activity file was given, so power comes from the tool's default toggle rates.
