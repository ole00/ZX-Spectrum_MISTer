File: run.sh
#!/bin/bash
# OpenROAD 26Q1-2900-gdf79404cd8, Yosys 0.63+post, stock flow scripts
make -C /OpenROAD-flow-scripts/flow DESIGN_CONFIG=/design/flow/config.mk WORK_HOME=/design/flow/orfs finish
File: config.mk
export PLATFORM = sky130hd
export DESIGN_NAME = pattern_vg
export DESIGN_NICKNAME = pattern_vg
export VERILOG_FILES = /design/flow/design.v
export SDC_FILE = /design/flow/constraint.sdc
export NUM_CORES = 4
export LEC_CHECK = 1
export CORE_UTILIZATION = 40
File: constraint.sdc
current_design pattern_vg

set clk_period 6.1
set clk_io_pct 0.2

create_clock -name clk0 -period $clk_period [get_ports {clk_in}]

set non_clock_inputs [all_inputs -no_clocks]
set_input_delay [expr $clk_period * $clk_io_pct] -clock clk0 $non_clock_inputs
set_output_delay [expr $clk_period * $clk_io_pct] -clock clk0 [all_outputs]
File: design.v
module pattern_vg
#(
	parameter B=8,  
	X_BITS=13,
	Y_BITS=13,
	FRACTIONAL_BITS = 12
)
(
	input reset, clk_in,
	input wire [X_BITS-1:0] x,
	input wire [Y_BITS-1:0] y,
	input wire vn_in, hn_in, dn_in,
	input wire [B-1:0] r_in, g_in, b_in,
	output reg vn_out, hn_out, den_out,
	output reg [B-1:0] r_out, g_out, b_out,
	input wire [X_BITS-1:0] total_active_pix,
	input wire [Y_BITS-1:0] total_active_lines,
	input wire [7:0] pattern,
	input wire [B+FRACTIONAL_BITS-1:0] ramp_step
);
reg [B+FRACTIONAL_BITS-1:0] ramp_values;  
wire bar_1 = y>=90 & y<180;
wire bar_2 = y>=180 & y<270;
wire bar_3 = y>=270 & y<360;
wire bar_4 = y>=360 & y<450;
wire bar_5 = y>=450 & y<540;
wire bar_6 = y>=540 & y<630;
wire bar_7 = y>=630 & y<720;
wire red_enable = bar_1 | bar_3 | bar_5 | bar_7;
wire green_enable = bar_2 | bar_3 | bar_6 | bar_7;
wire blue_enable = bar_4 | bar_5 | bar_6 | bar_7;
always @(posedge clk_in)
	begin
		vn_out <= vn_in;
		hn_out <= hn_in;
		den_out <= dn_in;
	if (reset)
		ramp_values <= 0;
	else if (pattern == 8'b0)  
	begin
		r_out <= r_in;
		g_out <= g_in;
		b_out <= b_in;
	end
	else if (pattern == 8'b1)  
	begin
		if (dn_in && ((y == 12'b0) || (x == 12'b0) || (x == total_active_pix - 1) || (y == total_active_lines - 1)))
		begin
			r_out <= 8'hFF;
			g_out <= 8'hFF;
			b_out <= 8'hFF;
		end
		else	 
		if (dn_in && ((y == 12'b0+20) || (x == 12'b0+20) || (x == total_active_pix - 1 - 20) || (y == total_active_lines - 1 - 20)))
		begin
			r_out <= 8'hD0;
			g_out <= 8'hB0;
			b_out <= 8'hB0;
		end
		else
		begin
			r_out <= r_in;
			g_out <= g_in;
			b_out <= b_in;
		end
	end
	else if (pattern == 8'd2)  
	begin
		if ((dn_in) && x[0] == 1'b1)
		begin
			r_out <= 8'hFF;
			g_out <= 8'hFF;
			b_out <= 8'hFF;
		end
		else
		begin
			r_out <= 8'b0;
			g_out <= 8'b0;
			b_out <= 8'b0;
		end
	end
	else if (pattern == 8'd3)  
	begin
		if ((dn_in) && y[0] == 1'b1)
		begin
			r_out <= 8'hFF;
			g_out <= 8'hFF;
			b_out <= 8'hFF;
		end
		else
		begin
			r_out <= 8'b0;
			g_out <= 8'b0;
			b_out <= 8'b0;
		end
	end
	else if (pattern == 8'd4)  
	begin
		r_out <= (red_enable) ? ramp_values[B+FRACTIONAL_BITS-1:FRACTIONAL_BITS] : 8'h00;
		g_out <= (green_enable) ? ramp_values[B+FRACTIONAL_BITS-1:FRACTIONAL_BITS] : 8'h00;
		b_out <= (blue_enable) ? ramp_values[B+FRACTIONAL_BITS-1:FRACTIONAL_BITS] : 8'h00;
		if ((x == total_active_pix - 1) && (dn_in))
			ramp_values <= 0;
		else if ((x == 0) && (dn_in))
			ramp_values <= ramp_step;
		else if (dn_in)
			ramp_values <= ramp_values + ramp_step;
	end
end
endmodule
==> results.rst <==
Run summary
-----------

.. list-table::
   :header-rows: 1

   * - Metric
     - Value
   * - Netlist area before placement
     - about 6000 sq um
   * - Insertion delay to the later sink of the worst-skew pair
     - 0.29 ns
   * - First element of the critical path
     - total_active_pix[2]
   * - Kind of cell with the highest combined delay on the critical path
     - simple AND/OR/NAND/NOR gates
   * - Hold buffer count at CTS
     - 0
   * - Areal power density over the cells
     - 119 nW/um^2
   * - Maximum number of pins on one net before global-route repair
     - 25
   * - Wire length per cell after detailed routing
     - roughly 16 microns
   * - Number of violations of the max-capacitance limit
     - 0
   * - Static power due to leakage
     - 2.80 nW
   * - Overall track demand over capacity in global routing
     - 23.1%
   * - Layout overhead on the synthesized area
     - 28.5%
   * - Endpoints failing setup
     - 0
   * - Global-route congestion overflow total
     - 0
   * - RePlAce Congestion
     - 0.916
   * - Area figure in the yosys stat output
     - 6010 sq um
   * - Hold Path Stages
     - 2
   * - Top non-seq family
     - simple AND/OR/NAND/NOR gates
   * - Total number of vias
     - 6,501
   * - CP arrival
     - 5.85 ns
   * - Mux area share
     - 1.58%
   * - Maximum ir drop on the vdd rail
     - 0.0984 mV
   * - Top flip-flop cell by instance count after synthesis
     - sky130_fd_sc_hd__edfxtp_1
   * - Post-synth EDFFs
     - 24
   * - Share of cells above drive strength 1
     - 6.68%
   * - CP Capture Type
     - register
   * - Worst hold path startpoint
     - ramp_values[4]
   * - Die Y
     - 125 microns
   * - Xor/xnor share
     - 10.4%
   * - Commonest cells after routing, fill and taps aside
     - sky130_fd_sc_hd__clkdlybuf4s50_1, sky130_fd_sc_hd__nand2_1, sky130_fd_sc_hd__nor2_1
   * - Floorplan utilization
     - between 40% and 50%
   * - Fraction of synthesis flops using an asynchronous set or reset pin
     - 0%
   * - Highest-count logic cell in the final layout
     - sky130_fd_sc_hd__clkdlybuf4s50_1
   * - Aggregate negative setup slack
     - 0 ns
   * - Cell type of the slowest stage on the worst timing path
     - sky130_fd_sc_hd__or4b_1
   * - Clock sinks
     - 47
   * - Number of H-tree branching levels
     - 2
   * - Combined buffer and inverter count along the critical path
     - 3
   * - Slew at the pin with the worst max-slew slack
     - 0.974 ns
   * - First-pass GRT wire length
     - 29.1 mm
   * - AND/OR/NAND/NOR Cells, Area Fraction
     - between 20% and 30%
   * - Post-DR vias/cell
     - 5.84
   * - Drt initial violations
     - 438
   * - Number of design rule violations left after detail routing
     - 0
   * - Number of buffers inserted to repair setup after CTS
     - 0
   * - Final-report max-slew violation count
     - 0
   * - HPWL after DPL
     - roughly 14 mm
   * - Synth area leader
     - sky130_fd_sc_hd__edfxtp_1
   * - Adder-cell area share of the yosys netlist
     - about 5.7%
   * - Buffers added on ports
     - 135
   * - Peak per-stage delay on the critical path
     - approximately 0.6 ns
   * - Compound-cell area share of the yosys netlist
     - 28.4%
   * - Final worst path period need
     - 5.69 ns
   * - Standard-cell rows
     - 44
   * - Antenna-violating nets left
     - 0
   * - Registers, synthesis
     - 47
   * - Critical path start-end classification
     - input port to register
   * - Die Outline Area
     - 15,500 sq um
   * - Core box area
     - 14,600 sq um
   * - Cell Count Post-Placement
     - 1,104
   * - Result of the run
     - complete, no violations
   * - Maximum fanout count along the critical path
     - 18
   * - Startpoint type of the worst setup path
     - input port
   * - Worst reg-to-reg setup slack
     - 2.98 ns
   * - Final cell count without fillers
     - between 1,000 and 1,500
   * - Class of the most critical hold timing path
     - register to register
   * - OpenROAD warnings
     - 25
   * - Maximum achievable frequency
     - between 150 and 200 MHz
   * - Count of mapped cells out of synthesis
     - 808
   * - Portion of the clock cycle consumed by the worst path in the final layout
     - around 93%
   * - Capture instance of the worst register-to-register path
     - ramp_values[19]
   * - Clock tree from TritonCTS
     - yes
   * - Startpoint of the worst register-to-register path
     - ramp_values[12]
   * - Crit path cell chain
     - clkdlybuf4s50_1 -> nor4_1 -> buf_4 -> nand2_1 -> o31ai_1 -> o211ai_1 -> nor2_1 -> nand2_1 -> ha_1 -> nor2_1 -> nand4_1 -> nor3_1 -> nand3_1 -> a2111oi_0 -> o2111ai_1 -> or4b_1 -> o311ai_4 -> buf_4 -> o31a_1
   * - Final wirelength
     - approximately 18 mm
   * - Number of detailed-routing iterations run before antenna repair
     - 5
   * - Count of instances resized after the clock tree is built
     - 0
   * - Number of buffers on the longest clock path
     - 2
   * - Boundary Pins
     - 136
   * - Die W
     - 125 microns
   * - Setup repair after global routing missed its margin
     - no
   * - Destination of the worst hold path
     - ramp_values[4]
   * - Initial antenna violation count
     - 1
   * - Portion of the post-synthesis area used by sequential elements
     - a little under 20%
   * - Worst slew slack as a fraction of its limit
     - 34.6%
   * - Number of warnings printed during yosys synthesis
     - 1
   * - Unique cell type count in the Yosys netlist
     - 81
   * - Mean instance size in the synthesized netlist
     - approximately 7.4 sq um
   * - Filler cell count in the final layout
     - 1,331
   * - CTS Root Cell
     - sky130_fd_sc_hd__clkbuf_16
   * - Via count of the first global-routing pass
     - 5,846
   * - Reg2reg path depth
     - 10
   * - Area fraction of the dominant cell type after synthesis
     - 12.0%
   * - Cell area leaders
     - sky130_fd_sc_hd__edfxtp_1, sky130_fd_sc_hd__dfxtp_1, sky130_fd_sc_hd__xnor2_1
   * - Required time reported for the critical path endpoint
     - 6.26 ns
   * - Final hold violation count
     - 0
   * - Final worst clock skew
     - a little under 0.007 ns
   * - Clock transition at the registers of the reported paths
     - 0.07 ns
   * - Number of CTS-inserted buffers
     - 5
   * - # Cells Yosys
     - 808
[cell type report]
class / instances / area (sq um) / share of cell area [%]
clock buffers: 5 / 125 / 1.62
diodes: 1 / 2.50 / 0.0324
multi-input cells: 682 / 4510 / 58.3
flip-flops and latches: 47 / 1180 / 15.3
well taps: 184 / 230 / 2.98
repair buffers: 160 / 1540 / 19.9
clock inverters: 3 / 23.8 / 0.308
inverters: 31 / 116 / 1.51
[logic make-up after synthesis]
logic type               after synthesis
AND/OR/NAND/NOR                      332
AND-OR/OR-AND                        249
buffers and inverters                 79
XOR/XNOR                              65
flip-flops                            47
adder cells (fa/ha/maj)               27
multiplexers                           9
[where the power goes]
part | total [mW] | internal [mW] | switching [mW] | leakage (nW)
sequential | 0.332 | 0.331 | 0.000676 | 0.376
clock | 0.281 | 0.153 | 0.128 | 0.0664
combinational | 0.308 | 0.154 | 0.154 | 2.35
total | 0.921 | 0.639 | 0.282 | 2.80
[stage by stage]
stage	util, %	power (mW)	setup slack (ns)	area [sq um]	hold WS, ns
final	53.0	0.921	0.414	7720	0.461
after detailed placement	51.9	0.645	0.170	7570	0.454
after global routing	53.0	0.971	0.0840	7720	0.477
after global placement	51.9	0.644	0.259	7570	0.445
after floorplan	-	0.509	0.901	6010	0.436
after CTS	52.9	0.928	0.470	7720	0.463
[state kept, by name, indices dropped and copies added, names as in the netlist]
| register | flops |
|---|---|
| g_out | 8 |
| ramp_values | 20 |
| b_out | 8 |
| vn_out | 1 |
| r_out | 8 |
| den_out | 1 |
| hn_out | 1 |
[worst register-to-register path, cell delays in order (launching register included)]
cell and delay, ns:
sky130_fd_sc_hd__dfxtp_1 0.46, sky130_fd_sc_hd__ha_1 0.35, sky130_fd_sc_hd__a211oi_1 0.36, sky130_fd_sc_hd__and2_1 0.18
sky130_fd_sc_hd__o211ai_1 0.09, sky130_fd_sc_hd__a21oi_1 0.20, sky130_fd_sc_hd__o41ai_1 0.14, sky130_fd_sc_hd__o41ai_1 0.53
sky130_fd_sc_hd__nor2_1 0.11, sky130_fd_sc_hd__a2111oi_0 0.42, sky130_fd_sc_hd__a211oi_1 0.14
[worst max path at each step]
stage,cells past startpoint,slack (ns),endpoint
CTS,19,0.47,r_out[7]
global route,20,0.08,r_out[4]
finish,19,0.41,r_out[4]
[routing by layer]
layer	part of all wire, %	vias up	track usage (%)
li1	-	3261	-
met1	47	3009	34.7
met2	46	214	37.5
met3	5.0	17	1.84
met4	1.5	0	3.40
met5	0	-	0
[cell usage after synthesis (4+ instances only)]
cell	n
sky130_fd_sc_hd__o21ai_0	45
sky130_fd_sc_hd__and2_1	8
sky130_fd_sc_hd__nor2b_1	11
sky130_fd_sc_hd__a211oi_1	7
sky130_fd_sc_hd__nand3_1	17
sky130_fd_sc_hd__or2_2	12
sky130_fd_sc_hd__or3_1	10
sky130_fd_sc_hd__xnor3_1	4
sky130_fd_sc_hd__nor3_1	38
sky130_fd_sc_hd__nand2b_1	12
sky130_fd_sc_hd__dfxtp_1	23
sky130_fd_sc_hd__nor2_1	65
sky130_fd_sc_hd__clkbuf_1	34
sky130_fd_sc_hd__a21oi_1	60
sky130_fd_sc_hd__a31oi_1	7
sky130_fd_sc_hd__edfxtp_1	24
sky130_fd_sc_hd__inv_1	31
sky130_fd_sc_hd__and3_1	7
sky130_fd_sc_hd__o31a_1	12
sky130_fd_sc_hd__buf_2	7
sky130_fd_sc_hd__xnor2_1	43
sky130_fd_sc_hd__a2111oi_0	7
sky130_fd_sc_hd__nand2_1	88
sky130_fd_sc_hd__a22oi_1	21
sky130_fd_sc_hd__o21ai_1	4
sky130_fd_sc_hd__o311ai_0	6
sky130_fd_sc_hd__o31ai_1	8
sky130_fd_sc_hd__mux2_2	4
sky130_fd_sc_hd__nand4_1	7
sky130_fd_sc_hd__a21o_1	11
sky130_fd_sc_hd__xor2_1	18
sky130_fd_sc_hd__or4_1	8
sky130_fd_sc_hd__a22o_1	5
sky130_fd_sc_hd__mux2i_1	5
sky130_fd_sc_hd__nor4_1	20
sky130_fd_sc_hd__ha_1	26
sky130_fd_sc_hd__nor3b_1	6
sky130_fd_sc_hd__o21bai_1	7
sky130_fd_sc_hd__o211ai_1	10
No activity file was given, so power comes from the tool's default toggle rates.
